==> config.mk <==
export PLATFORM = sky130hd
export DESIGN_NAME = ds_dac_sl
export DESIGN_NICKNAME = ds_dac_sl
export VERILOG_FILES = /design/flow/design.v
export SDC_FILE = /design/flow/constraint.sdc
export NUM_CORES = 4
export LEC_CHECK = 1
export CORE_AREA = 10 10 105 105
export DIE_AREA = 0 0 115 115
==> design.v <==
`timescale 1 ns / 1 ns
module ds_dac_sl
          (clk50m,
           rst_n,
           clk_enable,
           din,
           ce_out,
           dout);
  input   clk50m;
  input   rst_n;
  input   clk_enable;
  input   [15:0] din;   
  output  ce_out;
  output  dout;
  wire enb;
  wire signed [17:0] mid_range_out1;   
  wire alpha1bit_DAC_relop1;
  wire dout_1;
  wire [15:0] fdbk;   
  wire signed [31:0] Sum2_sub_temp;   
  wire signed [31:0] Sum2_1;   
  wire signed [31:0] Sum2_2;   
  wire signed [16:0] delta;   
  reg signed [17:0] integ;   
  wire signed [31:0] Sum1_add_temp;   
  wire signed [31:0] Sum1_1;   
  wire signed [31:0] Sum1_2;   
  wire signed [17:0] integ_add;   
  assign enb = clk_enable;
  assign mid_range_out1 = 18'sb001000000000000000;
  assign dout_1 = alpha1bit_DAC_relop1;
  assign fdbk = (dout_1 == 1'b1 ? 16'b1111111111111111 :
              16'b0000000000000000);
  assign Sum2_1 = {16'b0, din};
  assign Sum2_2 = {16'b0, fdbk};
  assign Sum2_sub_temp = Sum2_1 - Sum2_2;
  assign delta = Sum2_sub_temp[16:0];
  assign Sum1_1 = {{15{delta[16]}}, delta};
  assign Sum1_2 = {{14{integ[17]}}, integ};
  assign Sum1_add_temp = Sum1_1 + Sum1_2;
  assign integ_add = Sum1_add_temp[17:0];
  always @(posedge clk50m or negedge rst_n)
    begin : Integrator_process
      if (rst_n == 1'b0) begin
        integ <= 18'sb000000000000000000;
      end
      else begin
        if (enb) begin
          integ <= integ_add;
        end
      end
    end
  assign alpha1bit_DAC_relop1 = integ >= mid_range_out1;
  assign dout = alpha1bit_DAC_relop1;
  assign ce_out = clk_enable;
endmodule   
==> constraint.sdc <==
current_design ds_dac_sl

set clk_period 13.2
set clk_io_pct 0.2

create_clock -name clk0 -period $clk_period [get_ports {clk50m}]

set non_clock_inputs [all_inputs -no_clocks]
set_input_delay [expr $clk_period * $clk_io_pct] -clock clk0 $non_clock_inputs
set_output_delay [expr $clk_period * $clk_io_pct] -clock clk0 [all_outputs]
==> run.sh <==
#!/bin/bash
# OpenROAD 26Q1-2900-gdf79404cd8, Yosys 0.63+post, stock flow scripts
make -C /OpenROAD-flow-scripts/flow DESIGN_CONFIG=/design/flow/config.mk WORK_HOME=/design/flow/orfs finish
==> impl_metrics.env <==
# physical design summary
export IMPL_reg_largest_list="integ: 18 flops"
export IMPL_grt_overflow=0
export IMPL_r2r_slack_ps=8820
export IMPL_critPathLaunch="clk_enable"
export IMPL_worst_setup_path_end_kind="primary output"
export IMPL_ys_flops=18
export IMPL_io_buffers=20
export IMPL_die_h_microns=115
export IMPL_yosys_area_sq_mm=0.002260
export IMPL_synth_area_sq_mm=0.002260
export IMPL_drc=0
export IMPL_placed_cells=388
export IMPL_cts_tree="yes"
export IMPL_drv_cap=0
export IMPL_r2r_end="integ[17]"
export IMPL_hold_class="reg -> reg"
export IMPL_num_fill_cells=913
export IMPL_drt_initial_drc_count=107
export IMPL_tool_warnings=25
export IMPL_avgViaCountPerCell=4.964
export IMPL_grt_pass1_vias=1819
export IMPL_clock_sinks=18
export IMPL_timing_rr_start="integ[15]"
export IMPL_edf_count=0
export IMPL_clock_path_buffers=2
export IMPL_final_util=0.3014
export IMPL_avgSynthCellArea_sq_um=8.592
export IMPL_clock_skew_ps=4.160
export IMPL_core_region_area_sq_mm=0.008763
export IMPL_setup_viol=0
export IMPL_cp_data_arrival_time_ps=3870
export IMPL_status="completed"
export IMPL_m1WireLength_microns=2456
export IMPL_synth_cells=263
export IMPL_reg2reg_depth=18
export IMPL_die_w_microns=115
export IMPL_slew_viol_final=0
export IMPL_htreeDepth=1
export IMPL_largest_reg_flops=18
export IMPL_startpoint_type="primary input"
export IMPL_antenna_found_initial=0
export IMPL_finalClockPeriodUsage=0.4934
export IMPL_required_ps=10560
export IMPL_clock_fmax_ghz=0.1535
export IMPL_rsz0062_at_grt="false"
export IMPL_criticalPathCategory="in -> out"
export IMPL_initial_core_util=0.2579
export IMPL_chip_area_sq_mm=0.01323
export IMPL_finalSetupTns_ps=0
export IMPL_wl_met2_microns=2218
export IMPL_synth_async_reset_ratio=1.000
export IMPL_highest_layer="met4"
export IMPL_post_place_ws_ps=6675
export IMPL_seq_area_sq_um=450.4
export IMPL_fin_crit_ps=6513
export IMPL_ant_nets=0
export IMPL_grt_max_degree=22
export IMPL_layout_setup_ws_ps=6687
export IMPL_synth_top_flop_cell="dfrtp_1"
export IMPL_wl_met3_microns=163
export IMPL_num_io_pins=21
export IMPL_drive_above_1_share=0.07746
export IMPL_rows=34
export IMPL_grt_pass1_wl_microns=8535
export IMPL_hold_violations=0
export IMPL_cts_made_buffers=3
export IMPL_postPlaceCellArea_sq_mm=0.002586
export IMPL_dp_hpwl_microns=3920
export IMPL_top_register="integ"
export IMPL_final_cells=392
export IMPL_drt_total_wl_microns=4885
export IMPL_fin_area_sq_mm=0.002641
export IMPL_timing_worst_slew_pin_value_ps=590.3
export IMPL_ys_cells=263
export IMPL_postCtsSetupRepairBufs=0
export IMPL_clk_pin_slew_ps=70
export IMPL_finalWeightedCongestion=0.8602
export IMPL_synth_cell_type_count=49
export IMPL_ys_warn_count=1
export IMPL_clock_latency_late_pin_ps=260
export IMPL_cts_hold_buf=0
export IMPL_clock_root_buffer="clkbuf_8"
export IMPL_wl_per_cell_microns=12.46
export IMPL_diodes=0
export IMPL_track_usage=0.07509
export IMPL_post_cts_resized=0
export IMPL_ys_seq_frac=0.1993
export IMPL_logic_area_sq_mm=0.001737
export IMPL_crit_end="ce_out"
export IMPL_cp_max_fo=21
export IMPL_area_growth_syn_to_layout_pct=16.89
export IMPL_num_vias=1946
export IMPL_dr_pass1_iters=4
export IMPL_slew_headroom=0.6060
[metrics by stage]
stage	hold slack, ps
after global routing	518.1
after detailed placement	477.9
after global placement	470.3
after floorplan	455.1
final	489.4
after CTS	494.8
[layout make-up]
cell class | instances | share of cell area
Timing Repair Buffer | 22 | 0.08148
Sequential cell | 18 | 0.1705
Clock buffer | 4 | 0.02084
Tap cell | 108 | 0.05116
Multi-Input combinational cell | 227 | 0.6575
Inverter | 13 | 0.01847
[synth_stat cells (2+ instances only)]
| cell | number | area share |
|---|---|---|
| mux2_2 | 11 | 0.055 |
| a211o_1 | 2 | 0.0078 |
| nand4_1 | 3 | 0.0083 |
| a21o_1 | 9 | 0.030 |
| o21a_1 | 10 | 0.033 |
| nand4b_1 | 2 | 0.0078 |
| inv_1 | 13 | 0.022 |
| or3_1 | 3 | 0.0083 |
| dfrtp_1 | 18 | 0.20 |
| clkbuf_1 | 2 | 0.0033 |
| and3_1 | 5 | 0.014 |
| a211oi_1 | 5 | 0.017 |
| a2111oi_0 | 3 | 0.012 |
| a31oi_1 | 3 | 0.0083 |
| o21bai_1 | 5 | 0.017 |
| o211ai_1 | 2 | 0.0066 |
| nor2b_1 | 5 | 0.014 |
| fa_1 | 2 | 0.018 |
| nor2_1 | 22 | 0.037 |
| xor2_1 | 8 | 0.031 |
| nand3_1 | 2 | 0.0044 |
| nand2_1 | 14 | 0.023 |
| a21oi_1 | 20 | 0.044 |
| ha_1 | 33 | 0.18 |
| o21ai_0 | 20 | 0.044 |
| xnor2_1 | 15 | 0.058 |
| nor3_1 | 4 | 0.0089 |
[cell usage in the layout (no fill, tap or decap), drive strengths merged, types with 8 or more instances in the layout]
cell            n
a21o            9
nor2           23
clkdlybuf4s50  20
dfrtp          18
o21ai          21
ha             33
o21a           10
xnor2          15
nand2          14
a21oi          20
inv            13
mux2           11
xor2            8
[routing by layer]
layer  track usage  vias to the layer above
met1        0.1063                      889
li1              -                     1030
met2        0.1231                       23
met3       0.01108                        4
met5             0                        -
met4      0.007426                        0
[kinds of logic after synthesis]
| logic type | Yosys count | share of synthesized area |
|---|---|---|
| AND/OR/NAND/NOR | 65 | 0.1418 |
| adder cells (fa/ha/maj) | 35 | 0.2004 |
| multiplexers | 11 | 0.05482 |
| buffers and inverters | 18 | 0.03212 |
| AND-OR/OR-AND | 93 | 0.2824 |
| XOR/XNOR | 23 | 0.08915 |
| flip-flops | 18 | 0.1993 |
[worst min path at each step]
stage	startpoint	to	slack, ps	cells after the start
finish	integ[14]	integ[14]	490	2
global route	integ[14]	integ[14]	520	2
CTS	integ[14]	integ[14]	490	2
[worst max-delay path, cell delays in order]
cell             delay [ps]
clkdlybuf4s50_1         460
buf_4                   260
clkdlybuf4s50_1         520
