### /design/flow/design.v
module statemachine(
	input logic			rst_n,
	input logic			clk50m,
	input logic			door,
	input logic [3:0]	coin,
	input logic 		new_coin,
	output logic		bottle,
	output logic		unlock
	);
	enum logic [3:0] {E0, E1, E2, E3, E4, E5, E6, ENOUGH, CUSTOMER} state, state_new;
	always_ff @ (negedge rst_n or posedge clk50m) begin
		if (!rst_n) begin
			state <= E0;
		end
		else begin
			state <= state_new;
		end
	end
	always_comb begin
		case (state)
			E0 : begin
				bottle = 0;
				unlock = 0;
				if (new_coin) begin
					if (coin == 4'b0001)
						state_new = E1;
					else if (coin == 4'b0010)
						state_new = E2;	
					else if (coin == 4'b0101)
						state_new = E5;
					else if (coin == 4'b1010)
						state_new = ENOUGH;
					else
						state_new = state;
				end
				else
					state_new = state;
			end	
			E1 : begin
				bottle = 0;
				unlock = 0;
				if (new_coin) begin
					if (coin == 4'b0001)
						state_new = E2;
					else if (coin == 4'b0010)
						state_new = E3;	
					else if (coin == 4'b0101)
						state_new = E6;
					else if (coin == 4'b1010)
						state_new = ENOUGH;
					else
						state_new = state;
				end	
				else
					state_new = state;
			end	
			E2 : begin
				bottle = 0;
				unlock = 0;
				if (new_coin) begin
					if (coin == 4'b0001)
						state_new = E3;
					else if (coin == 4'b0010)
						state_new = E4;	
					else if (coin == 4'b0101)
						state_new = ENOUGH;
					else if (coin == 4'b1010)
						state_new = ENOUGH;
					else
						state_new = state;
				end
				else
					state_new = state;
			end	
			E3 : begin
				bottle = 0;
				unlock = 0;
				if (new_coin) begin
					if (coin == 4'b0001)
						state_new = E4;
					else if (coin == 4'b0010)
						state_new = E5;	
					else if (coin == 4'b0101)
						state_new = ENOUGH;
					else if (coin == 4'b1010)
						state_new = ENOUGH;
					else
						state_new = state;
				end	
				else
					state_new = state;
			end	
			E4 : begin
				bottle = 0;
				unlock = 0;
				if (new_coin) begin
					if (coin == 4'b0001)
						state_new = E5;
					else if (coin == 4'b0010)
						state_new = E6;	
					else if (coin == 4'b0101)
						state_new = ENOUGH;
					else if (coin == 4'b1010)
						state_new = ENOUGH;
					else
						state_new = state;
				end
				else
					state_new = state;
			end	
			E5 : begin
				bottle = 0;
				unlock = 0;
				if (new_coin) begin
					if (coin == 4'b0001)
						state_new = E6;
					else if (coin == 4'b0010)
						state_new = ENOUGH;	
					else if (coin == 4'b0101)
						state_new = ENOUGH;
					else if (coin == 4'b1010)
						state_new = ENOUGH;
					else
						state_new = state;
				end	
				else
					state_new = state;
			end
			E6 : begin
				bottle = 0;
				unlock = 0;
				if (new_coin) begin
					if (coin == 4'b0001)
						state_new = ENOUGH;
					else if (coin == 4'b0010)
						state_new = ENOUGH;	
					else if (coin == 4'b0101)
						state_new = ENOUGH;
					else if (coin == 4'b1010)
						state_new = ENOUGH;
					else
						state_new = state;
				end
				else
					state_new = state;
			end	
			ENOUGH : begin
				bottle = 1;
				unlock = 1;
				if (door == 1)
					state_new = CUSTOMER;
				else
					state_new = state;
			end	
			CUSTOMER : begin
				bottle = 1;
				unlock = 1;
				if (door == 0)
					state_new = E0;
				else
					state_new = state;
			end
			default : begin
				bottle = 0;
				unlock = 0;
				state_new = E0;
			end		
		endcase
	end
endmodule	
### /design/flow/run.sh
#!/bin/bash
# OpenROAD 26Q1-2900-gdf79404cd8, Yosys 0.63+post, stock flow scripts
make -C /OpenROAD-flow-scripts/flow DESIGN_CONFIG=/design/flow/config.mk WORK_HOME=/design/flow/orfs finish
### /design/flow/config.mk
export PLATFORM = sky130hd
export DESIGN_NAME = statemachine
export DESIGN_NICKNAME = statemachine
export VERILOG_FILES = /design/flow/design.v
export SDC_FILE = /design/flow/constraint.sdc
export NUM_CORES = 4
export LEC_CHECK = 1
export CORE_AREA = 10 10 76 76
export DIE_AREA = 0 0 86 86
### /design/flow/constraint.sdc
current_design statemachine

set clk_period 1.9
set clk_io_pct 0.2

create_clock -name clk0 -period $clk_period [get_ports {clk50m}]

set non_clock_inputs [all_inputs -no_clocks]
set_input_delay [expr $clk_period * $clk_io_pct] -clock clk0 $non_clock_inputs
set_output_delay [expr $clk_period * $clk_io_pct] -clock clk0 [all_outputs]
==> flow_summary.toml <==
# physical design summary
[grt]
antenna_found_initial = 0
grt_start_max_net_pins = 10
first_global_vias = 440
grt_pass1_wl_um = 2060
globalRoute.totalOverflow = 0
grt.total_usage_pct = 3.36

[critical_path]
setup.worst_path.start = "coin[2]"
worst-path-max-fanout = 5
timing.critical_path.arrival_ps = 1790
r2r-start = "state[7]$_DFF_PN0_"
worst_setup_path_start_kind = "input port"
timing.critical_path.to_type = "register"
critPathRequiredTime_ps = 2060
timing.setup.critical_path_class = "in -> reg"

[route]
met3_wirelength_um = 110
topmost_layer_with_routed_signal_wires = "met3"
wl_met1_um = 538
drt-total-wl_um = 1160
dr.pass1.iters = 4
route.detailed.drc = 0
dr_total_vias = 438
first_iter_violations = 38
ant_nets = 0
via_per_inst = 3.78
met2RoutedLength_um = 510
routed_wire_length_per_instance_um = 9.99
antenna-diode-count = 0

[final_timing]
min_period_ps = 1620
fmax_mhz = 616
timing_max_transition_violations_final = 0
hold_viol_final = 0
clock_skew_ps = 0.891
grt_setup_unrepaired = "no"
finalSetupViolations = 0
holdWs_ps = 441
timing.slew.headroom_pct = 74.5
period_used_pct = 85.4
tns_ps = 0
tightest_slew_ps = 382
setup_slack_ps = 277

[placed_design]
numPortBuffers = 9
dp_hpwl_um = 936
pre_cts_ws_ps = 55.0
postPlaceCellArea_um2 = 698
final_wtd_congestion = 0.808

[clock_network]
clkTransAtPathRegs_ps = 40
holdBufCountCts = 0
clk_latency_ps = 230
ctsRootBufferMaster = "clkbuf_8"
cts-root-to-sink-buffers = 2
numClockSinks = 9
post_cts_resized = 0
ctsHtreeMaxLevel = 1
number_of_buffers_inserted_to_repair_setup_after_cts = 0
clock_buffer_count_from_cts = 3
tritoncts = "built"

[pwr]
seqPwrFrac_pct = 43.3
power.switching_uw = 159
power.share.combinational_pct = 22.4
powerDensity_nw_per_um2 = 837
vdd_ir_drop_max_mv = 0.243
power_uw = 622
internal_power_uw = 462
p_sw_share_pct = 25.7
power.static_leakage_uw = 0.000328
clock_power_share_pct = 34.2

[run]
drv_cap = 0
openroad.warnings = 25

[synthesis]
ys_seq_share_pct = 43.3
mappedNetlistArea_um2 = 523
ys_cells = 50
top_area_cell = "dfrtp_1"
synthDominantCellAreaShare_pct = 38.3
syn_area_per_cell_um2 = 10.5
synth_cells = 50
ys_top_cells_by_area = "dfrtp_1, nor3b_4, a222oi_1, dfstp_2, nor3b_2"
yosysWarningCount = 1
yosys-stat-area_um2 = 523
synth_cell_type_count = 23
ys.flops = 9

[hold_path]
hold_path.class = "in -> async"

[floorplanning]
chip_area_um2 = 7400
fp-utilization_pct = 12.7
num_io_pins = 10
fp.dieW_um = 86
core_area_um2 = 4120
die_h_um = 86
standard_cell_row_count = 23

[final_layout]
max_flop_register = "state"
number_of_flip_flops_under_the_largest_register_name = 9
area_delta_synth_final_pct = 42.1
finish.instance_area_um2 = 743
drive_above_1_share_pct = 24.2
layout_fillers = 446
largest_registers = "state x9"

[run_status]
status = "finished clean"
[power groups by stage]
stage | Combinational [uW] | Clock (uW) | Sequential (uW)
CTS | 143 | 219 | 269
global route | 160 | 233 | 274
finish | 139 | 213 | 269
[cell usage after synthesis]
library cell  number
or3b_4             1
nand2_1            4
dfstp_2            1
nor2_1             4
buf_4              1
o21ai_2            1
dfrtp_1            8
mux2i_1            2
a221o_2            2
inv_1              6
nand3b_1           1
a222oi_1           3
nor3b_2            2
nor2b_1            2
a22o_1             1
and2_1             1
nor3b_4            2
o21ai_0            3
nor3_1             1
a21oi_1            1
a211o_1            1
nand4_1            1
o22ai_1            1
[cells in the final DEF, fill, tap and decap left out]
cell / instances
or3b_4: 1
nor3b_2: 2
clkdlybuf4s50_1: 9
a21oi_1: 1
nand2_1: 4
o21ai_0: 3
nand4_1: 1
o21ai_2: 1
a221o_2: 2
o22ai_1: 1
nor2b_1: 2
dfrtp_1: 8
and2_1: 1
clkbuf_8: 3
a211o_1: 1
nor3b_4: 2
nand3b_1: 1
a222oi_1: 3
a22o_1: 1
nor3_1: 1
nor2_1: 4
inv_1: 6
dfstp_2: 1
mux2i_1: 2
buf_4: 4
clkbuf_1: 1
[per-stage QoR]
stage          cells  utilization, %
6_report         116            18.1
5_1_grt          116            18.1
4_1_cts          116            18.1
3_5_place_dp     112            17.0
3_3_place_gp     112            17.0
2_1_floorplan     50               -
[metal layers]
metal | GRT usage (%) | vias up
li1 | - | 216
met1 | 4.11 | 209
met2 | 5.00 | 13
met3 | 2.19 | 0
met4 | 0.299 | 0
met5 | 0 | -
[worst max-delay path, cell delays in order]
cell             delay, ps
clkdlybuf4s50_1        460
or3b_4                 460
nor3b_4                270
a222oi_1               140
inv_1                   80
[path summary, 6_finish.rpt]
| kind | slack, ps | cells past startpoint | to |
|---|---|---|---|
| hold reg to reg | 510 | 2 | state[0]$_DFF_PN1_ |
| setup / recovery | 280 | 5 | state[2]$_DFF_PN0_ |
| setup reg to reg | 810 | 3 | state[8]$_DFF_PN0_ |
| max in group asynchronous | 1150 | 1 | state[0]$_DFF_PN1_ |
| hold / removal | 440 | 1 | state[4]$_DFF_PN0_ |
| min in group clk0 | 510 | 2 | state[0]$_DFF_PN1_ |
[area by class of cell]
type	count	area, um2	share of cell area, %
multi-input combinational	34	267	35.9
sequential	9	226	30.5
timing repair buffer	13	120	16.2
tap	50	62.6	8.42
clock buffer	4	45.0	6.06
inverter	6	22.5	3.03
[cell families (layout without fill, tap and decap cells)]
logic type / Yosys count / count (layout) / synth area share [%]
AND-OR/OR-AND: 13 / 13 / 20.1
multiplexers: 2 / 2 / 3.83
buffers and inverters: 7 / 23 / 5.74
AND/OR/NAND/NOR: 19 / 19 / 27.0
flip-flops: 9 / 9 / 43.3
